$ cat flow/run.sh
#!/bin/bash
# OpenROAD 26Q1-2900-gdf79404cd8, Yosys 0.63+post, stock flow scripts
make -C /OpenROAD-flow-scripts/flow DESIGN_CONFIG=/design/flow/config.mk WORK_HOME=/design/flow/orfs finish
$ cat flow/config.mk
export PLATFORM = sky130hd
export DESIGN_NAME = MEM
export DESIGN_NICKNAME = MEM
export VERILOG_FILES = /design/flow/design.v
export SDC_FILE = /design/flow/constraint.sdc
export NUM_CORES = 4
export LEC_CHECK = 1
export CORE_UTILIZATION = 50
$ cat flow/constraint.sdc
current_design MEM

set clk_period 2.7
set clk_io_pct 0.2

create_clock -name clk0 -period $clk_period [get_ports {clk}]

set non_clock_inputs [all_inputs -no_clocks]
set_input_delay [expr $clk_period * $clk_io_pct] -clock clk0 $non_clock_inputs
set_output_delay [expr $clk_period * $clk_io_pct] -clock clk0 [all_outputs]
$ cat flow/design.v
module MEM(
    input wire clk,   
    input wire rst,   
    input wire [6-1:0] stall,   
    input wire [76-1:0] ex_to_mem_bus,   
    input wire [31:0] data_sram_rdata,   
    input wire [3:0] data_ram_sel,   
    input wire [5-1:0] ex_load_bus,   
    output wire [70-1:0] mem_to_wb_bus,   
    output wire [38-1:0] mem_to_rf_bus   
);
    reg [5-1:0] ex_load_bus_r;   
    reg [3:0] data_ram_sel_r;           
    reg [76-1:0] ex_to_mem_bus_r;   
    always @ (posedge clk) begin
        if (rst) begin
            ex_to_mem_bus_r <= 76'b0;   
            data_ram_sel_r <= 4'b0;                 
            ex_load_bus_r <= 5'b0;           
        end
        else if (stall[3] == 1'b1 && stall[4] == 1'b0) begin
            ex_to_mem_bus_r <= 76'b0;   
            data_ram_sel_r <= 4'b0;
            ex_load_bus_r <= 5'b0;
        end
        else if (stall[3] == 1'b0) begin
            ex_to_mem_bus_r <= ex_to_mem_bus;     
            data_ram_sel_r <= data_ram_sel;       
            ex_load_bus_r <= ex_load_bus;         
        end
    end
    wire [31:0] mem_pc;          
    wire data_ram_en;            
    wire [3:0] data_ram_wen;     
    wire sel_rf_res;             
    wire rf_we;                  
    wire [4:0] rf_waddr;         
    wire [31:0] rf_wdata;        
    wire [31:0] ex_result;       
    wire [31:0] mem_result;      
    wire inst_lb, inst_lbu, inst_lh, inst_lhu, inst_lw;
    wire [7:0] b_data;    
    wire [15:0] h_data;   
    wire [31:0] w_data;   
    assign {
        mem_pc,          
        data_ram_en,     
        data_ram_wen,    
        sel_rf_res,      
        rf_we,           
        rf_waddr,        
        ex_result        
    } = ex_to_mem_bus_r;
    assign {
        inst_lb,   
        inst_lbu,  
        inst_lh,   
        inst_lhu,  
        inst_lw    
    } = ex_load_bus_r;
    assign b_data = data_ram_sel_r[3] ? data_sram_rdata[31:24] :
                    data_ram_sel_r[2] ? data_sram_rdata[23:16] :
                    data_ram_sel_r[1] ? data_sram_rdata[15: 8] :
                    data_ram_sel_r[0] ? data_sram_rdata[ 7: 0] : 8'b0;
    assign h_data = data_ram_sel_r[2] ? data_sram_rdata[31:16] :
                    data_ram_sel_r[0] ? data_sram_rdata[15: 0] : 16'b0;
    assign w_data = data_sram_rdata;
    assign mem_result = inst_lb  ? {{24{b_data[7]}}, b_data} :   
                        inst_lbu ? {{24{1'b0}}, b_data} :       
                        inst_lh  ? {{16{h_data[15]}}, h_data} :  
                        inst_lhu ? {{16{1'b0}}, h_data} :       
                        inst_lw  ? w_data :                     
                        32'b0;
    assign rf_wdata = sel_rf_res & data_ram_en ? mem_result :
                      ex_result;
    assign mem_to_wb_bus = {
        mem_pc,     
        rf_we,      
        rf_waddr,   
        rf_wdata    
    };
    assign mem_to_rf_bus = {
        rf_we,      
        rf_waddr,   
        rf_wdata    
    };
endmodule
==> impl_metrics.ini <==
; physical design summary
[setup_path]
worst-endpoint-required_ns = 2.16
critical_path.slowest_cell = sky130_fd_sc_hd__clkdlybuf4s50_1
crit_path_max_incr_delay_ns = 0.50
rr_startpoint = data_ram_sel_r[3]
critPathLaunchType = primary input
timing.critical_path.cells = dlygate4sd2_1, buf_4, nand3b_1, a31oi_4, buf_12, a22oi_1, nand2_1, clkdlybuf4s50_1
timing.critical_path.to_type = primary output
crit_arrival_ns = 2.09
worstPathMaxFanout = 16
worstSetupPathType = in -> out
setup.worst_path.start = data_sram_rdata[15]

[cts]
clkLatencyLatePin_ns = 0.35
numClockSinks = 81
tritoncts_clock_tree = built
ctsLongestPathBuffers = 2
total_of_hold_buffers_inserted_after_clock_tree_synthesis = 0
tritoncts.num_buffers = 9
clock-root-buffer = sky130_fd_sc_hd__clkbuf_8
h-tree-depth = 3
clock_transition_time_at_the_flip_flop_clock_pins_of_the_worst_setup_and_hold_paths_ns = 0.09

[sta]
tightestPinTransition_ns = 0.584
finalHoldWorstSlack_ns = 0.501
min_period_over_period_pct = 97.3
worst_clock_skew_ns = 0
timing.final.hold_violations = 0
slew_headroom_pct = 61.1
period_needed_ns = 2.63
report.final.setup_viol = 0
final_critical_path_setup_slack_ns = 0.0742
clock.fmax_mhz = 381
finalMaxSlewViolations = 0

[layout]
flow.area_growth_from_synthesis_pct = 61.6
filler_instances = 495
final_layout_size_suffix_gt1_share_pct = 16.3

[power_and_ir_drop]
total_power_density_per_cell_area_mw_per_mm2 = 404
sw_share_pct = 27.0
power.combinational.fraction_pct = 23.4
power.ir.vdd_worst_v = 0.000323
total_leakage_power_nw = 3.33
power_frac_seq_pct = 46.2
p_int_w = 0.00204
netSwitchingPower_w = 0.000757
clock_power_share_pct = 30.3

[floorplan]
design.portCount = 233
die_area_mm2 = 0.00896
fp_util_pct = 52.0
die-width_um = 94.7
die.size.y_um = 94.7
rows = 33
core_area_mm2 = 0.00826

[routing]
routed_via_density = 5.46
num_vias = 4343
ant_nets = 0
routed_wire_length_per_instance_um = 18.0
finalWirelength_mm = 14.3
drt_first_pass_iters = 6
route.detailed.drc = 0
drt_iter0_markers = 298

[status]
outcome = complete, no violations

[run]
max_cap_viol_count = 0
log.warning_count = 35

[grt]
antenna_found_initial = 1
first_global_vias = 4100
grt_max_degree = 82
globalRoute.totalOverflow = 0
grt_pass1_wl_mm = 21.4
grt_use_total_pct = 32.3

[placed_design]
numPortBuffers = 224
detailedPlace.worstSlack_ns = -0.270
place_congestion = 0.878
dp_hpwl_mm = 9.60

[synthesis]
synth_stat.cells = 475
yosysWarnings = 1
syn-cell-area_mm2 = 0.00429
postSynth.topFlopCell = sky130_fd_sc_hd__dfxtp_1
yosys_register_bits = 81
synth_chip_area_mm2 = 0.00429
synth_cell_type_count = 34
seq_share_synth_pct = 37.8
post_synthesis_cells = 475
edf_count = 0
synth.avg_cell_area_um2 = 9.04
synthArstFlopShare_pct = 0

[hold_path]
min-delay-start = ex_to_mem_bus_r[52]
timing.hold.worst.class = reg -> reg
[power by group through the flow]
stage / registers [W] / clock network, W / logic (W)
4_1_cts: 0.00129 / 0.000866 / 0.000640
6_report: 0.00129 / 0.000849 / 0.000656
5_1_grt: 0.00130 / 0.000920 / 0.000707
[timing repair]
| action | 4_1_cts | 5_1_grt |
|---|---|---|
| resized | 87 | 26 |
| setup buffers | 15 | 6 |
| endpoints found under the setup margin | 64 | 45 |
| pin swaps | 9 | 5 |
| cloned | 2 | 0 |
| endpoints found under the hold margin | 0 | 0 |
[per-stage QoR]
stage	total power, W	setup TNS [ns]	util, %	cell area (µm²)	cells
after floorplan	0.00159	0	-	4290	475
after global placement	0.00194	-9.50	77.8	6420	756
after detailed placement	0.00196	-10.94	77.8	6420	756
after CTS	0.00280	-0.0680	83.0	6850	789
after global routing	0.00293	-0.123	84.0	6930	795
final	0.00280	0	84.0	6940	796
[Yosys cell counts, types with 6 or more instances]
master	count	share of area [%]
sky130_fd_sc_hd__a22oi_1	23	4.0
sky130_fd_sc_hd__inv_1	8	0.70
sky130_fd_sc_hd__nand2_1	25	2.2
sky130_fd_sc_hd__a21oi_1	8	0.93
sky130_fd_sc_hd__nand3b_1	9	1.6
sky130_fd_sc_hd__clkbuf_1	6	0.52
sky130_fd_sc_hd__buf_4	43	7.5
sky130_fd_sc_hd__a211oi_1	8	1.4
sky130_fd_sc_hd__dfxtp_1	81	38
sky130_fd_sc_hd__nor3_1	7	0.82
sky130_fd_sc_hd__a221oi_1	13	2.7
sky130_fd_sc_hd__buf_2	22	2.6
sky130_fd_sc_hd__buf_6	6	1.6
sky130_fd_sc_hd__a21o_1	17	3.0
sky130_fd_sc_hd__nor2_1	91	8.0
sky130_fd_sc_hd__mux2i_1	81	19
[flip-flops by register name (all words and copies together), names as in the netlist]
name             flops
ex_to_mem_bus_r     72
data_ram_sel_r       4
ex_load_bus_r        5
[placed cells by master, fill, tap and decap left out, types with 4 or more instances in the layout]
cell type,netlist,layout
sky130_fd_sc_hd__mux2i_1,81,81
sky130_fd_sc_hd__buf_6,6,7
sky130_fd_sc_hd__nand3b_1,9,9
sky130_fd_sc_hd__a221oi_2,2,7
sky130_fd_sc_hd__clkbuf_8,0,10
sky130_fd_sc_hd__inv_1,8,8
sky130_fd_sc_hd__a211oi_1,8,6
sky130_fd_sc_hd__nor3_1,7,4
sky130_fd_sc_hd__a21o_1,17,16
sky130_fd_sc_hd__nor2_1,91,91
sky130_fd_sc_hd__a22oi_1,23,23
sky130_fd_sc_hd__buf_4,43,40
sky130_fd_sc_hd__dlygate4sd2_1,0,44
sky130_fd_sc_hd__clkdlybuf4s50_1,0,164
sky130_fd_sc_hd__o211ai_2,4,4
sky130_fd_sc_hd__a221oi_1,13,8
sky130_fd_sc_hd__nand2_4,0,8
sky130_fd_sc_hd__nand2_1,25,14
sky130_fd_sc_hd__dlymetal6s2s_1,0,9
sky130_fd_sc_hd__a21oi_1,8,8
sky130_fd_sc_hd__dfxtp_1,81,78
sky130_fd_sc_hd__buf_12,0,5
[logic make-up (layout without fill, tap and decap cells)]
group | Yosys count | count (layout) | share of synthesized area [%]
muxes | 82 | 82 | 19.2
other | 0 | 2 | 0
DFF | 81 | 81 | 37.8
buffers and inverters | 86 | 300 | 13.0
AOI/OAI and AO/OA | 83 | 83 | 15.7
and+or+nand+nor | 143 | 143 | 14.3
[worst paths after layout]
kind	to	slack (ns)	cells after the start
setup / recovery	mem_to_wb_bus[19]	0.07	8
hold / removal	ex_to_mem_bus_r[52]	0.50	2
setup reg to reg	data_ram_sel_r[3]	1.78	3
hold reg to reg	ex_to_mem_bus_r[52]	0.50	2
[worst max-delay path, delay by kind of cell]
family	cells	cell delay, ns
buffers and inverters	4	1.02
and+or+nand+nor	2	0.24
AOI/OAI and AO/OA	2	0.29
[metal layers]
| layer | GRT usage (%) | vias to the layer above | routed length (µm) |
|---|---|---|---|
| met5 | 0 | - | 0 |
| met3 | 9.15 | 29 | 1460 |
| li1 | - | 2042 | - |
| met4 | 9.22 | 0 | 310 |
| met2 | 50.2 | 261 | 6780 |
| met1 | 45.0 | 2011 | 5760 |
[area by class of cell]
cell class | count | area [µm²] | share of cell area, %
inverters | 8 | 30.0 | 0.433
well taps | 105 | 131 | 1.89
diodes | 2 | 5.00 | 0.0722
multi-input cells | 308 | 2260 | 32.6
flip-flops and latches | 81 | 1630 | 23.5
clock buffers | 10 | 138 | 1.98
clock inverters | 6 | 50.0 | 0.722
repair buffers | 276 | 2690 | 38.8
Power and IR drop assume default switching activity.
